## flow/design.v

```verilog
module TwoxOne_mux (mux_zero,mux_one,mux_output,mux_sel);
input wire [31:0] mux_zero;
input wire [31:0] mux_one;
input wire mux_sel;
output wire [31:0] mux_output;
assign mux_output = (mux_sel)?mux_one:mux_zero;
endmodule
```

## flow/run.sh

```bash
#!/bin/bash
# OpenROAD 26Q1-2900-gdf79404cd8, Yosys 0.63+post, stock flow scripts
make -C /OpenROAD-flow-scripts/flow DESIGN_CONFIG=/design/flow/config.mk WORK_HOME=/design/flow/orfs finish
```

## flow/config.mk

```make
export PLATFORM = sky130hd
export DESIGN_NAME = TwoxOne_mux
export DESIGN_NICKNAME = TwoxOne_mux
export VERILOG_FILES = /design/flow/design.v
export SDC_FILE = /design/flow/constraint.sdc
export NUM_CORES = 4
export LEC_CHECK = 1
export CORE_AREA = 10 10 70 70
export DIE_AREA = 0 0 80 80
```

## flow/constraint.sdc

```tcl
current_design TwoxOne_mux

set clk_period 1.0
set clk_io_pct 0.2

create_clock -name clk0 -period $clk_period

set non_clock_inputs [all_inputs -no_clocks]
set_input_delay [expr $clk_period * $clk_io_pct] -clock clk0 $non_clock_inputs
set_output_delay [expr $clk_period * $clk_io_pct] -clock clk0 [all_outputs]
```

==> results_slide.txt <==
Flow Results at a Glance

STA
  – Slew @ Worst Pin: 0.0809 ns
  – Slew HR: 94.6%
  – Final setup margin: -0.182 ns
  – Slew Viols, Final: 0
  – Final setup viols: 32
  – Final hold vios: 0
  – RSZ-0062 raised after global routing: yes
  – Worst hold margin: 0.698 ns
  – Maximum clock rate: 846 MHz
  – Fin crit period: between 1 and 1.5 ns
  – Crit share post-route: 118%

Detailed routing
  – Vias/cell: between 3 and 4
  – WL final: about 2700 um
  – DRT iter0 DRCs: 1
  – DRC: 0
  – DR pass1 iterations: 2
  – Antenna Cells: 0
  – DRT antenna net count: 0
  – Wire per inst: 14.9 um
  – Via count: 692

Place
  – RePlAce Congestion: 0.788
  – IO Port Bufs: around 97
  – Placed Area: 1540 um2
  – HPWL Detailed: 2410 um

Global routing
  – First-pass GRT wire length: 4060 um
  – Number of global-route vias before repair: 756
  – Total track usage: 7.73%
  – Initial antenna violation count: 0
  – Gr ovfl total: 0
  – Largest net degree at the start of global routing: 10

Logic synthesis
  – Synth top cells by count: mux2_4 (30), buf_12 (3), mux2_2 (2)
  – Syn. warnings: 0
  – Area share, top type: 82.8%
  – Seq share, synth: 0%
  – Synth Area per Inst: approximately 15 um2
  – Yosys stat chip area: roughly 540 um2
  – Mapped Cells: 36
  – Yosys cell count: 36
  – Count of cell types in the netlist: 4
  – Most common cell in the synthesized netlist: mux2_4
  – Top cells by area: mux2_4 (83%), buf_12 (11%), mux2_2 (4.1%), buf_6 (2.1%)
  – Syn Std Cell Area: about 540 um2
  – Cell type with the largest total area: mux2_4

Setup path
  – Crit start category: input port
  – Critical path data required time: 0.80 ns
  – WP buf/inv: 4
  – Slowest stage delay, CP: ~0.29 ns
  – CP Max Fanout: 6
  – WP data arrival: between 0.9 and 1 ns
  – Cells along the critical path: buf_12 -> buf_12 -> buf_4 -> mux2_4 -> buf_6
  – Crit path top cell by count: buf_12
  – CP Capture Type: output port
  – CP max stage cell: mux2_4
  – Setup CP Type: in -> out
  – Crit path max-delay family: buffers and inverters

Floorplanning
  – Die area: 6400 um2
  – Core Region: 3420 um2
  – I/O pin total: 97
  – FP Core Util: 15.9%
  – Die height: 80 um
  – Number of placement rows: 21
  – Die X: 80 um

Flow run
  – Max-Cap Viols: 0
  – OpenROAD warning count: 34

Cells and area
  – Area Growth Syn to Fin: 188%
  – Clock buf count: 0
  – Fin area: 1570 um2
  – Share of layout cells above drive strength 1: 52.9%
  – Fin util: 45.8%
  – Storage cell area: 0 um2
  – Seq cells: 0

Power
  – Max VDD drop: approximately 0.00014 V
  – Tot Pwr: 0.616 mW
  – Pwr dens: between 300 and 400 nW/um2
  – P_leak: 0.860 nW

Clock network
  – Hold buffer count at cts: 0

Worst hold path
  – Hold Crit Class: in -> out

Outcome
  – Status: finished with violations
  – Failing checks: setup timing
[path summary, 6_finish.rpt]
| path | depth (start not counted) | start | end |
|---|---|---|---|
| setup / recovery | 5 | mux_sel | mux_output[3] |
| hold / removal | 3 | mux_zero[1] | mux_output[1] |
[layer usage]
metal | GRT usage [%] | up-vias | wire length [um]
li1 | - | 338 | -
met1 | 9.16 | 303 | 1070
met2 | 13.6 | 51 | 1330
met3 | 3.07 | 0 | 313
met4 | 0 | 0 | 0
met5 | 0 | - | 0
[kinds of logic after synthesis]
| logic type | count (synthesis) | synth area share, % |
|---|---|---|
| mux | 32 | 86.9 |
| buf+inv | 4 | 13.1 |
[placed cells by master, fill, tap and decap left out, drive strengths merged]
cell	synthesis	layout
mux2	32	32
dlymetal6s2s	0	3
dlygate4sd2	0	55
buf	4	40
clkdlybuf4s50	0	6
[worst min-delay path, stage by stage]
cell and delay (ns):
dlymetal6s2s_1 0.08, mux2_4 0.13, buf_2 0.08
[report_power, final]
part           internal, mW  total (mW)  switching [mW]
combinational         0.482       0.616           0.134
sequential                0           0               0
clock                     0           0               0
[timing repair]
| item | 4_1_cts | 5_1_grt |
|---|---|---|
| setup endpoints to repair | 32 | 32 |
| resized | 174 | 10 |
| endpoints found under the hold margin | 0 | 0 |
| gates cloned | 2 | 0 |
| buffers inserted | 3 | 0 |
[final cells by class]
cell class	count	area (um2)
fillers	343	1850
repair buffers	104	1030
multi-input cells	32	480
well taps	46	57.6
[per-stage QoR]
step / TNS [ns] / instances / setup slack [ns]
after floorplan: 0 / 36 / 0.0669
after global placement: -15.29 / 177 / -0.494
after detailed placement: -15.38 / 177 / -0.502
after CTS: -2.94 / 182 / -0.188
after global routing: -3.31 / 182 / -0.206
final: -2.75 / 182 / -0.182
No activity file was given, so power comes from the tool's default toggle rates.
