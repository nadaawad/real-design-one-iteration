File: ./config.mk
export PLATFORM = sky130hd
export DESIGN_NAME = InputIEEE_8_23_to_8_23
export DESIGN_NICKNAME = InputIEEE_8_23_to_8_23
export VERILOG_FILES = /design/flow/design.v
export SDC_FILE = /design/flow/constraint.sdc
export NUM_CORES = 4
export LEC_CHECK = 1
export CORE_AREA = 10 10 70 70
export DIE_AREA = 0 0 80 80
File: ./constraint.sdc
current_design InputIEEE_8_23_to_8_23

set clk_period 3.6
set clk_io_pct 0.2

create_clock -name clk0 -period $clk_period

set non_clock_inputs [all_inputs -no_clocks]
set_input_delay [expr $clk_period * $clk_io_pct] -clock clk0 $non_clock_inputs
set_output_delay [expr $clk_period * $clk_io_pct] -clock clk0 [all_outputs]
File: ./run.sh
#!/bin/bash
# OpenROAD 26Q1-2900-gdf79404cd8, Yosys 0.63+post, stock flow scripts
make -C /OpenROAD-flow-scripts/flow DESIGN_CONFIG=/design/flow/config.mk WORK_HOME=/design/flow/orfs finish
File: ./design.v
module InputIEEE_8_23_to_8_23(clk, rst, X, R);
   input             clk;
   input             rst;
   input [31:0]      X;
   output [8+23+2:0] R;
   wire [7:0]        expX;
   wire [22:0]       fracX;
   wire              sX;
   wire              expZero;
   wire              expInfty;
   wire              fracZero;
   wire              reprSubNormal;
   wire [22:0]       sfracX;
   wire [22:0]       fracR;
   wire [7:0]        expR;
   wire              infinity;
   wire              zero;
   wire              NaN;
   wire [1:0]        exnR;
	assign expX = X[30:23];
   assign fracX = X[22:0];
   assign sX = X[31];
   assign expZero = (expX == 8'b00000000) ? 1'b1 : 
                    1'b0;
   assign expInfty = (expX == 8'b11111111) ? 1'b1 : 
                     1'b0;
   assign fracZero = (fracX == 23'b00000000000000000000000) ? 1'b1 : 
                     1'b0;
   assign reprSubNormal = fracX[22];
   assign sfracX = ((expZero == 1'b1 & reprSubNormal == 1'b1)) ? {fracX[21:0], 1'b0} : 
                   fracX;
   assign fracR = sfracX;
   assign expR = expX;
   assign infinity = expInfty & fracZero;
   assign zero = expZero & (~reprSubNormal);
   assign NaN = expInfty & (~fracZero);
   assign exnR = (zero == 1'b1) ? 2'b00 : 
                 (infinity == 1'b1) ? 2'b10 : 
                 (NaN == 1'b1) ? 2'b11 : 
                 2'b01;		 
   assign R = {exnR, sX, expR, fracR};
endmodule
==> flow_summary.toml <==
# generated from flow reports
[yosys]
synth.area.top_cells = "mux2_2, buf_4, nor4_1"
syn_area_per_cell_um2 = 8.53
yosys_area_um2 = 427
ys_warn_count = 0
syn_area_um2 = 427
ys_cells = 50
post-synth-top-area-fraction_pct = 55.4
synth.distinct_cells = 13
synth_seq_share_pct = 0
syn_inst = 50
top_area_cell = "mux2_2"

[route]
drcViolationCount = 0
n_antenna_cell = 0
totalWireLength_um = 2140
drt_iter0_drc = 16
dr.pass1.iters = 2
ant_nets = 0
wl_per_cell_um = 14.3
vias = 608
routed_via_density = 4.05

[critical_path]
setup.worst_path.start_class = "input pin"
worstPathMaxFanout = 3
crit_required_ps = 2880
crit_slowest_cell = "or4_1"
critPathBufInv = 2
cpPeakStageDelay_ps = 530
arrival_ps = 2750
worstPathCellList = "clkdlybuf4s50_1, or4_1, or4_1, o22a_1, clkdlybuf4s50_1"
end_kind = "output port"
crit_family = "simple AND/OR/NAND/NOR gates"
worst-setup-path-type = "in2out"

[floorplanning]
die.size.x_um = 80
die_y_um = 80
core_area_um2 = 3420
fp_util_pct = 12.5
chip_area_um2 = 6400
ios = 68
rows = 21

[placement]
routabilityCongestion = 0.796
post_dp_cell_area_um2 = 1070
post-dp-hpwl_um = 1950
place_inst = 150
port_buffers = 64

[timing]
max_slew.worst_pin.slew_ps = 389
max_clock_freq_mhz = 288
fin_hold_ws_ps = 1440
rsz0062_at_grt = "false"
period_needed_ps = 3470
slew_headroom_pct = 73.8
setup_violations = 0
finalClockPeriodUsage_pct = 96.3
slew_viol_final = 0
final.setup.tns_ps = 0
final_hold_viol_count = 0

[layout]
mostFrequentLayoutCell = "clkdlybuf4s50_1"
layout_top_cells = "clkdlybuf4s50_1, mux2_2, nor4_1"
finalNonFillerCells = 150
final_area_um2 = 1070
final_util_pct = 31.2
syn_to_final_growth_pct = 150
seq_cell_count = 0
drive_gt1_share_pct = 21.2
clock_buffers = 0
regArea_um2 = 0
fillers = 360

[power_and_ir_drop]
leakagePower_uw = 0.000364
p_per_area_nw_per_um2 = 84.3
peakVddDrop_v = 0.0000296

[flow_run]
warning_count = 34
maxCapViolations = 0

[cts]
cts_setup_buffers = 0
cts_resized = 0
hold_buffers = 0

[global_route]
grt_pass1_wl_um = 3260
grt_pass1_vias = 629
grt_usage_pct = 6.19
grt_overflow = 0
grt_max_degree = 23
antenna_found_initial = 0

[status]
status = "finished clean"

[worst_hold_path]
hold_class = "in2out"
## per-layer routing
metal  track usage, %  routed length [um]  share of wire, %  up-vias
met5                0                   0                 0        -
met4                0                   0                 0        0
met3             3.07                 295                14        0
met1             6.99                 848                40      275
li1                 -                   -                 -      300
met2             10.8                 996                47       33
## metrics by stage
stage          power (uW)  setup WS, ps
2_1_floorplan        17.7          1050
3_3_place_gp         91.1           107
3_5_place_dp         91.1           102
4_1_cts              91.9           104
5_1_grt              97.6          19.6
6_report             89.9           132
## cell families (layout without fill, tap and decap cells)
logic type | count (synthesis) | count (layout) | share of synthesized area (%)
AND-OR/OR-AND | 2 | 2 | 3.81
buffers and inverters | 11 | 65 | 18.2
multiplexers | 21 | 21 | 55.4
AND/OR/NAND/NOR | 16 | 16 | 22.6
## Yosys cell counts
library cell / n
and2_1: 1
buf_2: 2
buf_4: 9
mux2_2: 21
nand2_1: 1
nand3_1: 1
nand4_1: 3
nor2_1: 1
nor3_1: 1
nor4_1: 5
o21a_1: 1
o22a_1: 1
or4_1: 3
## power breakdown
group	internal, uW	switching [uW]
Sequential	0	0
Combinational	69.4	20.6
Clock	0	0
Total	69.4	20.6
## worst paths after layout
| path | startpoint | to | slack, ps | cells past startpoint |
|---|---|---|---|---|
| min | X[31] | R[31] | 1440 | 0 |
| max | X[16] | R[32] | 130 | 5 |
## layout make-up
| class | instances | area (um^2) | area share, % |
|---|---|---|---|
| multi-input combinational | 39 | 349 | 32.7 |
| tap | 46 | 57.6 | 5.39 |
| timing repair buffer | 65 | 661 | 61.9 |
Power is estimated from default activity; no workload was simulated.
